File: flow/run.sh
#!/bin/bash
# OpenROAD 26Q1-2900-gdf79404cd8, Yosys 0.63+post, stock flow scripts
make -C /OpenROAD-flow-scripts/flow DESIGN_CONFIG=/design/flow/config.mk WORK_HOME=/design/flow/orfs finish
File: flow/constraint.sdc
current_design fake_sample_ram

set clk_period 3.7
set clk_io_pct 0.2

create_clock -name clk0 -period $clk_period [get_ports {clk}]

set non_clock_inputs [all_inputs -no_clocks]
set_input_delay [expr $clk_period * $clk_io_pct] -clock clk0 $non_clock_inputs
set_output_delay [expr $clk_period * $clk_io_pct] -clock clk0 [all_outputs]
File: flow/config.mk
export PLATFORM = sky130hd
export DESIGN_NAME = fake_sample_ram
export DESIGN_NICKNAME = fake_sample_ram
export VERILOG_FILES = /design/flow/design.v
export SDC_FILE = /design/flow/constraint.sdc
export NUM_CORES = 4
export LEC_CHECK = 1
export CORE_AREA = 10 10 95 95
export DIE_AREA = 0 0 105 105
File: flow/design.v
module fake_sample_ram(					
	input clk,				
	input [6:0] addr,				
	output reg [15:0] dout				
);					
	wire [15:0] memory [127:0];				
	always @(posedge clk)				
		dout = memory[addr];			
	assign memory[	  0	] =	{1'b0, 6'd17, 6'd24 ,3'd0};	 
	assign memory[	  1	] =	{1'b0, 6'd44, 6'd24 ,3'd0};	 
	assign memory[	  2	] =	{1'b0, 6'd48, 6'd24 ,3'd0};	 
	assign memory[	  3	] =	{1'b0, 6'd53, 6'd24 ,3'd0};	 
	assign memory[	  4	] =	{1'b1, 6'd0, 6'd12 ,3'd0};	 
	assign memory[	  5	] =	{1'b0, 6'd29, 6'd12 ,3'd0};	 
	assign memory[	  6	] =	{1'b0, 6'd41, 6'd12 ,3'd0};	 
	assign memory[	  7	] =	{1'b0, 6'd48, 6'd12 ,3'd0};	 
	assign memory[	  8	] =	{1'b0, 6'd39, 6'd12 ,3'd0};	 
	assign memory[	  9	] =	{1'b1, 6'd0, 6'd12 ,3'd0};	 
	assign memory[	 10	] =	{1'b0, 6'd34, 6'd24 ,3'd0};	 
	assign memory[	 11	] =	{1'b0, 6'd41, 6'd24 ,3'd0};	 
	assign memory[	 12	] =	{1'b0, 6'd46, 6'd24 ,3'd0};	 
	assign memory[	 13	] =	{1'b0, 6'd37, 6'd24 ,3'd0};	 
	assign memory[	 14	] =	{1'b1, 6'd0, 6'd12 ,3'd0};	 
	assign memory[	 15	] =	{1'b0, 6'd29, 6'd12 ,3'd0};	 
	assign memory[	 16	] =	{1'b0, 6'd41, 6'd12 ,3'd0};	 
	assign memory[	 17	] =	{1'b0, 6'd44, 6'd12 ,3'd0};	 
	assign memory[	 18	] =	{1'b0, 6'd48, 6'd12 ,3'd0};	 
	assign memory[	 19	] =	{1'b1, 6'd0, 6'd0 ,3'd0};	 
	assign memory[	 20	] =	{1'b1, 6'd0, 6'd12 ,3'd0};	 
	assign memory[	 21	] =	{1'b1, 6'd0, 6'd8 ,3'd0};	 
	assign memory[	 22	] =	{1'b1, 6'd0, 6'd12 ,3'd0};	 
	assign memory[	 23	] =	{1'b1, 6'd0, 6'd8 ,3'd0};	 
	assign memory[	 24	] =	{1'b1, 6'd0, 6'd12 ,3'd0};	 
	assign memory[	 25	] =	{1'b1, 6'd0, 6'd8 ,3'd0};	 
	assign memory[	 26	] =	{1'b1, 6'd0, 6'd12 ,3'd0};	 
	assign memory[	 27	] =	{1'b1, 6'd0, 6'd8 ,3'd0};	 
	assign memory[	 28	] =	{1'b1, 6'd0, 6'd0 ,3'd0};	 
	assign memory[	 29	] =	{1'b1, 6'd0, 6'd0 ,3'd0};	 
	assign memory[	 30	] =	{1'b1, 6'd0, 6'd0 ,3'd0};	 
	assign memory[	 31	] =	{1'b1, 6'd0, 6'd0 ,3'd0};	 
	assign memory[	 32	] =	{1'b1, 6'd0, 6'd36 ,3'd0};	 
	assign memory[	 33	] =	{1'b1, 6'd0, 6'd36 ,3'd0};	 
	assign memory[	 34	] =	{1'b1, 6'd0, 6'd54 ,3'd0};	 
	assign memory[	 35	] =	{1'b1, 6'd0, 6'd18 ,3'd0};	 
	assign memory[	 36	] =	{1'b1, 6'd0, 6'd18 ,3'd0};	 
	assign memory[	 37	] =	{1'b1, 6'd0, 6'd18 ,3'd0};	 
	assign memory[	 38	] =	{1'b1, 6'd0, 6'd18 ,3'd0};	 
	assign memory[	 39	] =	{1'b1, 6'd0, 6'd18 ,3'd0};	 
	assign memory[	 40	] =	{1'b1, 6'd0, 6'd18 ,3'd0};	 
	assign memory[	 41	] =	{1'b1, 6'd0, 6'd18 ,3'd0};	 
	assign memory[	 42	] =	{1'b1, 6'd0, 6'd36 ,3'd0};	 
	assign memory[	 43	] =	{1'b1, 6'd0, 6'd18 ,3'd0};	 
	assign memory[	 44	] =	{1'b1, 6'd0, 6'd18 ,3'd0};	 
	assign memory[	 45	] =	{1'b1, 6'd0, 6'd18 ,3'd0};	 
	assign memory[	 46	] =	{1'b1, 6'd0, 6'd18 ,3'd0};	 
	assign memory[	 47	] =	{1'b1, 6'd0, 6'd18 ,3'd0};	 
	assign memory[	 48	] =	{1'b1, 6'd0, 6'd9 ,3'd0};	 
	assign memory[	 49	] =	{1'b1, 6'd0, 6'd9 ,3'd0};	 
	assign memory[	 50	] =	{1'b1, 6'd0, 6'd18 ,3'd0};	 
	assign memory[	 51	] =	{1'b1, 6'd0, 6'd18 ,3'd0};	 
	assign memory[	 52	] =	{1'b1, 6'd0, 6'd18 ,3'd0};	 
	assign memory[	 53	] =	{1'b1, 6'd0, 6'd9 ,3'd0};	 
	assign memory[	 54	] =	{1'b1, 6'd0, 6'd9 ,3'd0};	 
	assign memory[	 55	] =	{1'b1, 6'd0, 6'd18 ,3'd0};	 
	assign memory[	 56	] =	{1'b1, 6'd0, 6'd9 ,3'd0};	 
	assign memory[	 57	] =	{1'b1, 6'd0, 6'd9 ,3'd0};	 
	assign memory[	 58	] =	{1'b1, 6'd0, 6'd18 ,3'd0};	 
	assign memory[	 59	] =	{1'b1, 6'd0, 6'd9 ,3'd0};	 
	assign memory[	 60	] =	{1'b1, 6'd0, 6'd9 ,3'd0};	 
	assign memory[	 61	] =	{1'b1, 6'd0, 6'd9 ,3'd0};	 
	assign memory[	 62	] =	{1'b1, 6'd0, 6'd9 ,3'd0};	 
	assign memory[	 63	] =	{1'b1, 6'd0, 6'd9 ,3'd0};	 
	assign memory[	 64	] =	{1'b1, 6'd0, 6'd6 ,3'd0};	 
	assign memory[	 65	] =	{1'b1, 6'd0, 6'd8 ,3'd0};	 
	assign memory[	 66	] =	{1'b1, 6'd0, 6'd34 ,3'd0};	 
	assign memory[	 67	] =	{1'b1, 6'd0, 6'd6 ,3'd0};	 
	assign memory[	 68	] =	{1'b1, 6'd0, 6'd8 ,3'd0};	 
	assign memory[	 69	] =	{1'b1, 6'd0, 6'd34 ,3'd0};	 
	assign memory[	 70	] =	{1'b1, 6'd0, 6'd6 ,3'd0};	 
	assign memory[	 71	] =	{1'b1, 6'd0, 6'd8 ,3'd0};	 
	assign memory[	 72	] =	{1'b1, 6'd0, 6'd10 ,3'd0};	 
	assign memory[	 73	] =	{1'b1, 6'd0, 6'd6 ,3'd0};	 
	assign memory[	 74	] =	{1'b1, 6'd0, 6'd8 ,3'd0};	 
	assign memory[	 75	] =	{1'b1, 6'd0, 6'd10 ,3'd0};	 
	assign memory[	 76	] =	{1'b1, 6'd0, 6'd6 ,3'd0};	 
	assign memory[	 77	] =	{1'b1, 6'd0, 6'd8 ,3'd0};	 
	assign memory[	 78	] =	{1'b1, 6'd0, 6'd10 ,3'd0};	 
	assign memory[	 79	] =	{1'b1, 6'd0, 6'd6 ,3'd0};	 
	assign memory[	 80	] =	{1'b1, 6'd0, 6'd8 ,3'd0};	 
	assign memory[	 81	] =	{1'b1, 6'd0, 6'd10 ,3'd0};	 
	assign memory[	 82	] =	{1'b1, 6'd0, 6'd6 ,3'd0};	 
	assign memory[	 83	] =	{1'b1, 6'd0, 6'd56 ,3'd0};	 
	assign memory[	 84	] =	{1'b1, 6'd0, 6'd8 ,3'd0};	 
	assign memory[	 85	] =	{1'b1, 6'd0, 6'd8 ,3'd0};	 
	assign memory[	 86	] =	{1'b1, 6'd0, 6'd8 ,3'd0};	 
	assign memory[	 87	] =	{1'b1, 6'd0, 6'd8 ,3'd0};	 
	assign memory[	 88	] =	{1'b1, 6'd0, 6'd40 ,3'd0};	 
	assign memory[	 89	] =	{1'b1, 6'd0, 6'd60 ,3'd0};	 
	assign memory[	 90	] =	{1'b1, 6'd0, 6'd6 ,3'd0};	 
	assign memory[	 91	] =	{1'b1, 6'd0, 6'd14 ,3'd0};	 
	assign memory[	 92	] =	{1'b1, 6'd0, 6'd28 ,3'd0};	 
	assign memory[	 93	] =	{1'b1, 6'd0, 6'd6 ,3'd0};	 
	assign memory[	 94	] =	{1'b1, 6'd0, 6'd16 ,3'd0};	 
	assign memory[	 95	] =	{1'b1, 6'd0, 6'd26 ,3'd0};	 
	assign memory[	 96	] =	{1'b1, 6'd0, 6'd0 ,3'd0};	 
	assign memory[	 97	] =	{1'b1, 6'd0, 6'd0 ,3'd0};	 
	assign memory[	 98	] =	{1'b1, 6'd0, 6'd0 ,3'd0};	 
	assign memory[	 99	] =	{1'b1, 6'd0, 6'd0 ,3'd0};	 
	assign memory[	100	] =	{1'b1, 6'd0, 6'd0 ,3'd0};	 
	assign memory[	101	] =	{1'b1, 6'd0, 6'd0 ,3'd0};	 
	assign memory[	102	] =	{1'b1, 6'd0, 6'd0 ,3'd0};	 
	assign memory[	103	] =	{1'b1, 6'd0, 6'd0 ,3'd0};	 
	assign memory[	104	] =	{1'b1, 6'd0, 6'd0 ,3'd0};	 
	assign memory[	105	] =	{1'b1, 6'd0, 6'd0 ,3'd0};	 
	assign memory[	106	] =	{1'b1, 6'd0, 6'd0 ,3'd0};	 
	assign memory[	107	] =	{1'b1, 6'd0, 6'd0 ,3'd0};	 
	assign memory[	108	] =	{1'b1, 6'd0, 6'd0 ,3'd0};	 
	assign memory[	109	] =	{1'b1, 6'd0, 6'd0 ,3'd0};	 
	assign memory[	110	] =	{1'b1, 6'd0, 6'd0 ,3'd0};	 
	assign memory[	111	] =	{1'b1, 6'd0, 6'd0 ,3'd0};	 
	assign memory[	112	] =	{1'b1, 6'd0, 6'd0 ,3'd0};	 
	assign memory[	113	] =	{1'b1, 6'd0, 6'd0 ,3'd0};	 
	assign memory[	114	] =	{1'b1, 6'd0, 6'd0 ,3'd0};	 
	assign memory[	115	] =	{1'b1, 6'd0, 6'd0 ,3'd0};	 
	assign memory[	116	] =	{1'b1, 6'd0, 6'd0 ,3'd0};	 
	assign memory[	117	] =	{1'b1, 6'd0, 6'd0 ,3'd0};	 
	assign memory[	118	] =	{1'b1, 6'd0, 6'd0 ,3'd0};	 
	assign memory[	119	] =	{1'b1, 6'd0, 6'd0 ,3'd0};	 
	assign memory[	120	] =	{1'b1, 6'd0, 6'd0 ,3'd0};	 
	assign memory[	121	] =	{1'b1, 6'd0, 6'd0 ,3'd0};	 
	assign memory[	122	] =	{1'b1, 6'd0, 6'd0 ,3'd0};	 
	assign memory[	123	] =	{1'b1, 6'd0, 6'd0 ,3'd0};	 
	assign memory[	124	] =	{1'b1, 6'd0, 6'd0 ,3'd0};	 
	assign memory[	125	] =	{1'b1, 6'd0, 6'd0 ,3'd0};	 
	assign memory[	126	] =	{1'b1, 6'd0, 6'd0 ,3'd0};	 
	assign memory[	127	] =	{1'b1, 6'd0, 6'd0 ,3'd0};	 
endmodule
==> out/metrics.cfg <==
[synthesis]
synthesis.area_per_instance_um2=7.67
yosysSeqAreaShare_pct=17.9
ys_ff=13
synth.logic.top_family=simple AND/OR/NAND/NOR gates
edf_count=0
synth.cellmix.adderShare_pct=0
instance_count_of_the_mapped_netlist=189
yosys-stat-cells=189
complex_gate_fraction_of_the_synthesized_area_pct=29.9
mappedNetlistArea_mm2=0.00145
yosys-mux-area-fraction_pct=1.47
post_synth_and_or_nand_nor_area_fraction_pct=36.4
synthDominantCellAreaShare_pct=17.9
common_cells=sky130_fd_sc_hd__buf_2, sky130_fd_sc_hd__dfxtp_1, sky130_fd_sc_hd__nand2_1
post_synth_xor_area_fraction_pct=2.42
netlist-cell-type-count=62
async_flop_share_pct=0
yosys-stat-area_mm2=0.00145
synthTopCellsByArea=sky130_fd_sc_hd__dfxtp_1, sky130_fd_sc_hd__buf_2, sky130_fd_sc_hd__buf_4
synth.yosys.warnings=1
yosys_most_used_dff=sky130_fd_sc_hd__dfxtp_1
synth.largest_area_cell=sky130_fd_sc_hd__dfxtp_1
most_common_cell=sky130_fd_sc_hd__buf_2

[clock_tree]
h-tree-depth=1
cts.clk_slew.worst_paths_ps=50
cts-hold-fix-buffers=0
numClockSinks=13
ctsResizeCount=0
clockBufferDepth=2
cts_setup_buffers=0
cts_tree=done
cts-buffers-inserted=3
ctsRootBufferMaster=sky130_fd_sc_hd__clkbuf_8

[timing]
fin_crit_ps=2890
max-slew-margin-rel_pct=47.8
hold_violations=0
achievable-frequency_mhz=346
period_used_pct=78.1
report.final.setup_viol=0
drv_slew=0
timing_worst_slew_pin_value_ps=781
rsz0062_at_grt=no
fin_setup_tns_ps=0

[setup_path]
worst-path-max-fanout=25
crit_path_start_kind=primary input
crit_path_end_kind=flip-flop
criticalPathCategory=primary input to flip-flop
arrival_ps=2990
critPathRequiredTime_ps=3800

[routing]
wire_per_inst_um=14.1
postRouteWirelength_um=4120
routed_via_density=4.95
drt-pass1-iter-count=4
insertedDiodeCount=0
routed-via-count=1446
drt_iter0_markers=209
drtAntennaViolNets=0
drc=0

[floorplan]
row_count=30
die_width_um=105
ioPinCount=24
design.core.area_mm2=0.00691
die_y_um=105
fp.dieArea_mm2=0.0110
floorplanUtilization_pct=21.0

[grt]
grt_overflow_total=0
number_of_global_route_vias_before_repair=1321
grt_start_max_net_pins=34
global_route.usage.total_pct=7.04
antenna_found_initial=0
global_route_wire_length_before_repair_um=6720

[power]
ir_drop_v=0.0000914
p_total_mw=0.442
power-per-cell-area_mw_per_mm2=256
leakagePower_nw=0.607

[outcome]
run_status=completed

[job]
max-cap-violations=0
openroad.warnings=25

[worst_hold_path]
hold_path_end=dout[11]
hp-start=addr[5]
hold_class=primary input to flip-flop
timing.hold.worst_path_depth=2

[layout]
syn_to_final_growth_pct=19.2
flip_flop_count_of_the_largest_register_after_layout=13
drive_gt1_share_pct=9.69
final_util_pct=25.0

[place]
buffer_ports.inserted=20
finalWeightedCongestion=0.900
detailed_place_hpwl_um=3040

==> stage by stage <==
stage	hold slack [ps]	cell area, um2	instances	worst slack [ps]
6_report	1420	1730	292	810
5_1_grt	1440	1730	292	686
4_1_cts	1400	1730	292	846
3_5_place_dp	1410	1680	288	586
3_3_place_gp	1420	1680	288	623
2_1_floorplan	995	1460	191	1680
==> placed cells by master, fill, tap and decap left out, types with 5 or more instances in the layout <==
cell type and instances:
sky130_fd_sc_hd__clkdlybuf4s50_1 20, sky130_fd_sc_hd__dfxtp_1 13, sky130_fd_sc_hd__nand2_1 12, sky130_fd_sc_hd__nor2_1 10, sky130_fd_sc_hd__nor2b_1 9, sky130_fd_sc_hd__o21ai_0 8
sky130_fd_sc_hd__a21oi_1 8, sky130_fd_sc_hd__nand2b_1 7, sky130_fd_sc_hd__nor3b_1 6, sky130_fd_sc_hd__buf_4 6, sky130_fd_sc_hd__o21ai_1 5
==> kinds of logic after synthesis <==
logic type,Yosys count
simple gates,82
mux,2
xor+xnor,4
other cells,1
compound gates,59
flops,13
buf+inv,28
==> worst max path at each step <==
| stage | to | cells after the start | from |
|---|---|---|---|
| finish | dout[15] | 6 | addr[2] |
| global route | dout[15] | 6 | addr[2] |
| CTS | dout[15] | 6 | addr[2] |
==> routing by layer <==
metal | part of all wire, % | up-vias | global-route usage [%]
met4 | 0.92 | 0 | 0.784
met2 | 43 | 48 | 10.1
met1 | 49 | 675 | 10.6
met3 | 7.7 | 4 | 1.80
met5 | 0 | - | 0
li1 | - | 719 | -
==> worst max-delay path, cell delays in order <==
cell	delay, ps
sky130_fd_sc_hd__clkdlybuf4s50_1	980
sky130_fd_sc_hd__or3_1	340
sky130_fd_sc_hd__o32a_1	210
sky130_fd_sc_hd__nand4_1	100
sky130_fd_sc_hd__or3_4	430
sky130_fd_sc_hd__nand4b_1	180
==> area by class of cell <==
class	instances	area (um2)
fillers	758	5180
flip-flops and latches	13	260
inverters	2	7.51
repair buffers	27	265
well taps	96	120
multi-input cells	150	1030
clock buffers	4	45.0
==> power by group <==
group          internal (mW)  switching [mW]  leakage [nW]
Clock                 0.0757          0.0458        0.0228
Combinational         0.0795          0.0834         0.476
Sequential             0.154         0.00311         0.108
Total                  0.309           0.132         0.607
Power is estimated from default activity; no workload was simulated.
